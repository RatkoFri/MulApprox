`./run.sh`:
```
#!/bin/bash
# OpenROAD 26Q1-2900-gdf79404cd8, Yosys 0.63+post, stock flow scripts
make -C /OpenROAD-flow-scripts/flow DESIGN_CONFIG=/design/flow/config.mk WORK_HOME=/design/flow/orfs finish
```
`./config.mk`:
```
export PLATFORM = sky130hd
export DESIGN_NAME = DRUM6_16_s
export DESIGN_NICKNAME = DRUM6_16_s
export VERILOG_FILES = /design/flow/design.v
export SDC_FILE = /design/flow/constraint.sdc
export NUM_CORES = 4
export LEC_CHECK = 1
export CORE_UTILIZATION = 40
```
`./constraint.sdc`:
```
current_design DRUM6_16_s

set clk_period 19.9
set clk_io_pct 0.2

create_clock -name clk0 -period $clk_period

set non_clock_inputs [all_inputs -no_clocks]
set_input_delay [expr $clk_period * $clk_io_pct] -clock clk0 $non_clock_inputs
set_output_delay [expr $clk_period * $clk_io_pct] -clock clk0 [all_outputs]
```
`./design.v`:
```
module DRUM6_16_s(a, b, r);
input [15:0] a,b;
output [31:0] r;
wire [15:0] a_temp, b_temp;
wire out_sign;
wire [31:0] r_temp;
assign a_temp=(a[15]==1'b1)? ~a+1'b1:a;
assign b_temp=(b[15]==1'b1)? ~b+1'b1:b;
assign out_sign=a[15]&b[15];
DRUM6_16_u U1 (.a(a_temp), .b(b_temp), .r(r_temp));
assign r=(out_sign)?~r_temp+1'b1:r_temp;
endmodule
module DRUM6_16_u(a, b, r);
input [15:0]a,b;
output [31:0]r;
wire [3:0]k1,k2;
wire [3:0]m,n;
wire [15:0]l1,l2;
wire [11:0]tmp;
wire [3:0]p,q;
wire [4:0]sum;
wire [5:0]mm,nn;
LOD u1(.in_a(a),.out_a(l1));
LOD u2(.in_a(b),.out_a(l2));
P_Encoder u3(.in_a(l1), .out_a(k1));
P_Encoder u4(.in_a(l2), .out_a(k2));
Mux_16_3 u5(.in_a(a), .select(k1), .out(m));
Mux_16_3 u6(.in_a(b), .select(k2), .out(n));
assign p=(k1>5)?k1-5:0;
assign q=(k2>5)?k2-5:0;
assign mm=(k1>5)?({1'b1,m,1'b1}):a[5:0];
assign nn=(k2>5)?({1'b1,n,1'b1}):b[5:0];
assign tmp=mm*nn;
assign sum=p+q;
Barrel_Shifter u7(.in_a(tmp), .count(sum), .out_a(r));
endmodule
module LOD (in_a, out_a);
input [15:0]in_a;
output reg [15:0]out_a;
integer k,j;
reg [15:0]w;
always @(*)
    begin
        out_a[15]=in_a[15];
        w[15]=in_a[15]?0:1;
        for (k=14;k>=0;k=k-1)
	        begin
	        w[k]=in_a[k]?0:w[k+1];
	        out_a[k]=w[k+1]&in_a[k];
	        end
	end
endmodule
module P_Encoder (in_a, out_a);
input [15:0]in_a;
output reg [3:0]out_a;
always @(*)
begin
	case(in_a)
	16'h0001: out_a=4'h0;
	16'h0002: out_a=4'h1;
	16'h0004: out_a=4'h2;
	16'h0008: out_a=4'h3;
	16'h0010: out_a=4'h4;
	16'h0020: out_a=4'h5;
	16'h0040: out_a=4'h6;
	16'h0080: out_a=4'h7;
	16'h0100: out_a=4'h8;
	16'h0200: out_a=4'h9;
	16'h0400: out_a=4'ha;
	16'h0800: out_a=4'hb;
	16'h1000: out_a=4'hc;
	16'h2000: out_a=4'hd;
	16'h4000: out_a=4'he;
	16'h8000: out_a=4'hf;
	default: out_a=4'h0;
	endcase
end
endmodule
module Barrel_Shifter (in_a, count, out_a);
input [4:0]count;
input [11:0]in_a;
output [31:0]out_a;
assign out_a=(in_a<<count);
endmodule
module Mux_16_3 (in_a, select, out);
input [3:0]select;
input [15:0]in_a;
output reg [3:0]out;
always @(*)
begin
	case(select)
	4'h6: begin out={in_a[5],in_a[4],in_a[3],in_a[2]}; end
	4'h7: begin out={in_a[6],in_a[5],in_a[4],in_a[3]}; end
	4'h8: begin out={in_a[7],in_a[6],in_a[5],in_a[4]}; end
	4'h9: begin out={in_a[8],in_a[7],in_a[6],in_a[5]}; end
	4'ha: begin out={in_a[9],in_a[8],in_a[7],in_a[6]}; end
	4'hb: begin out={in_a[10],in_a[9],in_a[8],in_a[7]}; end
	4'hc: begin out={in_a[11],in_a[10],in_a[9],in_a[8]}; end
	4'hd: begin out={in_a[12],in_a[11],in_a[10],in_a[9]}; end
	4'he: begin out={in_a[13],in_a[12],in_a[11],in_a[10]}; end
	4'hf: begin out={in_a[14],in_a[13],in_a[12],in_a[11]}; end
	default: begin out=4'b0000; end
	endcase
end
endmodule
```
==> flow_metrics.tcl <==
# place-and-route summary
set metrics [dict create \
    run_status "completed" \
    seq_cell_count 0 \
    ios 64 \
    dp.final_hpwl_um 14100 \
    layout.clock_buffers 0 \
    final-hold-violation-count 0 \
    coreArea_sq_um 13400 \
    chip_area_sq_um 14300 \
    post_layout_period_usage_of_the_worst_path_pct 95.4 \
    timing.critical_path.to_type "output pin" \
    syn2layout_area_growth_pct 13.4 \
    ys_types 84 \
    timing_worst_setup_path_type "in -> out" \
    final.setup.tns_ns 0 \
    count_leader_synth "nor2_1" \
    critical_path_arrival_ns 15.00 \
    synth.top_cells.by_area "ha_1, nor2_1, fa_1" \
    globalplace.congestion 0.953 \
    synth_largest_type_area_fraction_pct 8.35 \
    cts-hold-fix-buffers 0 \
    postLayoutCoreUtil_pct 46.9 \
    first_iter_violations 655 \
    sequential_cell_area_sq_um 0 \
    achievable-frequency_mhz 52.7 \
    timing.critical_path.fanout_max 12 \
    drt_pre_antenna_iters 7 \
    number_of_setup_buffers_added_after_cts 0 \
    placementRows 42 \
    top_area_cell "ha_1" \
    setup.worst_path.start_class "primary input" \
    synth.cellmix.simpleShare_pct 27.5 \
    setup_viol_count_final 0 \
    wl_per_cell_um 17.0 \
    insertedDiodeCount 0 \
    period_needed_ns 18.98 \
    synth_area_per_cell_sq_um 6.68 \
    max_slew_margin_pct 37.9 \
    overflow 0 \
    postRouteAntennaNets 0 \
    synth-compound-area-share_pct 35.5 \
    grt_pass1_wl_um 29300 \
    post_cts_resized 0 \
    netlist_instances 830 \
    max_cap_violations 0 \
    crit_path_start "a[0]" \
    timing.critical_path.slowest_cell_delay_ns 0.64 \
    synthAdderAreaFrac_pct 14.9 \
    critical-path-slowest-cell "or4b_1" \
    vias 6443 \
    yosys-top-cells-count "nor2_1, nand2_1, o21ai_0, inv_1, xnor2_1" \
    floorplan.die.width_um 120 \
    remaining_drc_errors 0 \
    grt_setup_unrepaired "no" \
    grt_util_all_layers_pct 25.1 \
    min_from "b[0]" \
    die_height_um 120 \
    postRouteWirelength_um 17500 \
    synth.yosys.num_cells 830 \
    vias_per_cell 6.26 \
    proportion_of_layout_cells_with_a_drive_suffix_above_1_pct 5.04 \
    hp-class "in -> out" \
    synth.yosys.chip_area_sq_um 5540 \
    synth_sequential_area_ratio_pct 0 \
    drv_slew 0 \
    synthesized_area_sq_um 5540 \
    ys.warnings.count 3 \
    via_count_of_the_first_global_routing_pass 5881 \
    grt_max_degree 32 \
    port-buffer-count 64 \
    crit_path_frequent_cell "inv_1" \
    synth.mux.area_fraction_pct 4.11 \
    xor_share_pct 9.95 \
    required_ns 15.92 \
    worstMarginPinSlew_ns 0.928 \
    top_logic_family "AND-OR/OR-AND gates" \
    floorplan.initialDensity_pct 41.4 \
    stage_log_warnings 40 \
    grt_antenna_before_repair 0 \
]
path summary, 6_finish.rpt:
kind	end	slack [ns]	cells past startpoint
max	r[28]	0.92	35
min	r[0]	9.70	9
placed cells by master, fill, tap and decap left out, drive strengths merged, types with 13 or more instances in the layout:
master	Yosys	routed
fa	18	18
clkdlybuf4s50	0	64
buf	15	13
nor2	100	100
o31ai	16	16
nand2b	14	14
a31oi	16	16
inv	57	57
o21ai	63	63
a22oi	15	15
a21oi	36	36
nand3	19	19
nand2	84	84
xor2	23	23
nor3	17	17
ha	37	37
mux2i	16	16
xnor2	40	40
routing by layer:
layer | global-route usage, % | wire length, um | vias up
met3 | 3.30 | 1460 | 18
met1 | 39.4 | 8390 | 3017
li1 | - | - | 3129
met5 | 0 | 0 | -
met4 | 2.34 | 157 | 0
met2 | 37.8 | 7510 | 279
cell families after synthesis:
family / Yosys count
AND-OR/OR-AND: 272
XOR/XNOR: 63
adder cells (fa/ha/maj): 55
buffers and inverters: 111
multiplexers: 20
AND/OR/NAND/NOR: 309
metrics by stage:
step | hold WS [ns] | instances | area (sq um) | setup slack (ns)
after global placement | 9.68 | 1030 | 6270 | 0.753
final | 9.70 | 1030 | 6280 | 0.923
after CTS | 9.71 | 1030 | 6270 | 0.633
after global routing | 9.84 | 1030 | 6280 | 0.0650
after floorplan | 8.48 | 830 | 5540 | 3.16
after detailed placement | 9.70 | 1030 | 6270 | 0.692
cell type report:
class                      instances  area (sq um)
multi-input combinational        719          5110
tap                              176           220
inverter                          58           218
timing repair buffer              77           738
fill                            1392          7120
critical path, delay by kind of cell:
family | cells | cell delay, ns
compound gates | 10 | 2.54
xor+xnor | 1 | 0.18
fa+ha+maj | 6 | 2.50
buf+inv | 6 | 1.40
mux | 1 | 0.41
simple gates | 11 | 3.99
