==> flow/design.v <==
module HRALM2(
    input [15:0] x,
    input [15:0] y,
    output [31:0] p
    );
    wire  sign_factor;
    wire [16:0] PP_1;
    wire [29:0] PP_0;
    PP_1_gen High(
        .x1(x[15:13]),
        .y(y),
        .sign_factor(sign_factor),
        .PP(PP_1)
        );
    PP_0_gen Low(
        .x0(x[13:0]),
        .y0(y),
        .PP(PP_0)
        );
    wire [17:0] tmp1_add;
    wire [17:0] tmp2_add;
    wire [17:0] tmp_sum;
    assign tmp1_add = {PP_0[29],PP_0[29],PP_0[29:14]};
    assign tmp2_add = {PP_1[16],PP_1};
    wire [1:0] carry_adder;
    wire [1:0] sum_adder;
    FAd add0(tmp1_add[0],tmp2_add[0],sign_factor,carry_adder[0],tmp_sum[0]);
    FAd add1(tmp1_add[1],tmp2_add[1],carry_adder[0],carry_adder[1],tmp_sum[1]);
    adder16 ADDER(tmp1_add[17:2],tmp2_add[17:2],carry_adder[1],tmp_sum[17:2]);
    assign p = {tmp_sum,PP_0[13:0]};
endmodule
module PP_1_gen(
    input [2:0] x1,
    input [15:0] y,
    output sign_factor,
    output [16:0] PP
    );
    wire one, two, sign;
    code encode_block(
        .one(one),
        .two(two),
        .sign(sign),
        .y2(x1[2]),
        .y1(x1[1]),
        .y0(x1[0])
        );
    wire [16:0] tmp1_pp; 
    assign tmp1_pp = {y[15],y};  
    wire [17:0] out1;
    assign out1[0] = sign;
    genvar i;
    generate
        for ( i = 0; i < 17; i = i+1 )
            begin : pp_rad4_first 
            product pp_pr(tmp1_pp[i],out1[i],one,two,sign,PP[i],out1[i+1]);
            end
    endgenerate
    sgn_gen sign_gen(one,two,sign,sign_factor);
endmodule
module code(one,two,sign,y2,y1,y0);  
	input y2,y1,y0;                     
	output one,two,sign;                
	wire [1:0]k;                        
	xor x1(one,y0,y1);                  
	xor x2(k[1],y2,y1);                 
	not n1(k[0],one);                   
	and a1(two,k[0],k[1]);              
	assign sign=y2;                     
endmodule       
module product(x1,x0,one,two,sign,p,i);
	input x1,x0,sign,one,two;
	output p,i;
	wire [1:0] k;
	xor xo1(i,x1,sign);
	and a1(k[1],i,one);
	and a0(k[0],x0,two);
	or o1(p,k[1],k[0]);
endmodule
module sgn_gen(one,two,sign,sign_factor);
    input sign,one,two;
    output sign_factor;
    wire k;
    or o1(k,one,two);
    and a1(sign_factor,sign,k);
endmodule
module PP_0_gen(
    input signed [13:0] x0,
    input signed [15:0] y0,
    output signed [29:0] PP
    );
    wire [13:0] x0_abs;
    assign x0_abs = x0 ^ {14{x0[13]}};
    wire [15:0] k_x0;
    wire [15:0] tmp_abs;
    wire zero_x0;
    wire [3:0] k_x0_enc;
    assign tmp_abs = {2'b0,x0_abs};
    LOD16 lod_x0(
        .data_i(tmp_abs),
        .zero_o(zero_x0),
        .data_o(k_x0),
        .data_enc(k_x0_enc));
    wire [1:0] x_shift;
    wire [3:0] neg_kx;
    assign neg_kx = ~ k_x0_enc;
    LBarrel Lshift_x0(
        .data_i(tmp_abs),
        .shift_i(neg_kx),
        .data_o(x_shift));
    wire [15:0] y0_abs;
    assign y0_abs = y0 ^ {16{y0[15]}};
    wire [15:0] k_y0;
    wire zero_y0;
    wire [3:0] k_y0_enc;
    LOD16 lod_y0(
        .data_i(y0_abs),
        .zero_o(zero_y0),
        .data_o(k_y0),
        .data_enc(k_y0_enc));
    wire [1:0] y_shift;
    wire [3:0] neg_ky;
    assign neg_ky = ~ k_y0_enc;
    LBarrel Lshift_y0(
        .data_i(y0_abs),
        .shift_i(neg_ky),
        .data_o(y_shift));
    wire [6:0] x_log;
    wire [6:0] y_log;
    wire [6:0] p_log;
    assign x_log = {1'b0,k_x0_enc,x_shift};
    assign y_log = {1'b0,k_y0_enc,y_shift};
    assign p_log = x_log + y_log;
    wire [18:0] p_l1b;
    wire [2:0] l1_input;
    assign l1_input = {1'b1,p_log[1:0]};
    L1Barrel L1shift_plog(
        .data_i(l1_input),
        .shift_i(p_log[5:2]),
        .data_o(p_l1b));
    wire [29:0] PP_abs;
    assign PP_abs = p_log[6] ? p_l1b[18:2] << 16 :  p_l1b[18:2];
    wire p_sign;
    wire [29:0] PP_temp;
    assign p_sign = x0[13] ^ y0[15];
    assign PP_temp = PP_abs ^ {30{p_sign}};
    wire notZeroA, notZeroB, notZeroD;
    assign notZeroA = ~zero_x0;
    assign notZeroB = ~zero_y0;
    assign notZeroD = notZeroA & notZeroB;
    assign PP = notZeroD? PP_temp : 30'b0;
endmodule
module LOD16(
    input [15:0] data_i,
    output zero_o,
    output [15:0] data_o,
    output [3:0] data_enc
    );
    wire [15:0] z;
	wire [3:0] zdet;
	wire [3:0] select;
	assign zdet[3] = |(data_i[15:12]);
	assign zdet[2] = |(data_i[11:8]);
	assign zdet[1] = |(data_i[7:4]);
	assign zdet[0] = |(data_i[3:0]);
	assign zero_o =  ~(|zdet);
	LOD4 lod4_1 (
		.data_i(data_i[3:0]), 
		.data_o(z[3:0])
	);
    LOD4 lod4_2 (
        .data_i(data_i[7:4]), 
        .data_o(z[7:4])
        );
    LOD4 lod4_3 (
        .data_i(data_i[11:8]), 
        .data_o(z[11:8])
    );
    LOD4 lod2_4 (
        .data_i(data_i[15:12]), 
        .data_o(z[15:12])
    );
    LOD4 lod4_5 (
            .data_i(zdet), 
            .data_o(select)
        );
	wire [15:0] tmp_out;
	Muxes2in1Array4 Inst_MUX214_3 (
         .data_i(z[15:12]), 
         .select_i(select[3]), 
         .data_o(tmp_out[15:12])
     );
	Muxes2in1Array4 Inst_MUX214_2 (
        .data_i(z[11:8]), 
        .select_i(select[2]), 
        .data_o(tmp_out[11:8])
    );
	 Muxes2in1Array4 Inst_MUX214_1 (
        .data_i(z[7:4]), 
        .select_i(select[1]), 
        .data_o(tmp_out[7:4])
    );
	 Muxes2in1Array4 Inst_MUX214_0 (
		.data_i(z[3:0]), 
		.select_i(select[0]), 
		.data_o(tmp_out[3:0])
    );
    wire [2:0] low_enc; 
    assign low_enc = tmp_out[3:1] | tmp_out[7:5] | tmp_out[11:9] | tmp_out[15: 13];
    assign data_enc[3] = select[3] | select[2];
    assign data_enc[2] = select[3] | select[1];
    assign data_enc[1] = low_enc[2] | low_enc[1];
    assign data_enc[0] = low_enc[2] | low_enc[0];
    assign data_o = tmp_out;
endmodule
module LOD4(
    input [3:0] data_i,
    output [3:0] data_o
    );
	 wire mux0;
	 wire mux1;
	 wire mux2;
	 assign mux2 = (data_i[3]==1) ? 1'b0 : 1'b1;
	 assign mux1 = (data_i[2]==1) ? 1'b0 : mux2;
	 assign mux0 = (data_i[1]==1) ? 1'b0 : mux1;
	 assign data_o[3] = data_i[3];
	 assign data_o[2] =(mux2 & data_i[2]);
	 assign data_o[1] =(mux1 & data_i[1]);
	 assign data_o[0] =(mux0 & data_i[0]);
endmodule
module LOD2(
    input [1:0] data_i,
    output [1:0] data_o
    );
	 assign data_o[1] = data_i[1];
	 assign data_o[0] =(~data_i[1] & data_i[0]);
endmodule
module Muxes2in1Array4(
    input [3:0] data_i,
    input select_i,
    output [3:0] data_o
    );
	assign data_o[3] = select_i ? data_i[3] : 1'b0;
	assign data_o[2] = select_i ? data_i[2] : 1'b0;
	assign data_o[1] = select_i ? data_i[1] : 1'b0;
	assign data_o[0] = select_i ? data_i[0] : 1'b0;
endmodule
module Muxes2in1Array2(
    input [1:0] data_i,
    input select_i,
    output [1:0] data_o
    );
	assign data_o[1] = select_i ? data_i[1] : 1'b0;
	assign data_o[0] = select_i ? data_i[0] : 1'b0;
endmodule
module LBarrel(
    input [15:0] data_i,
    input [3:0] shift_i,
    output [1:0] data_o);
    reg [15:0] tmp;
    always @*
        case (shift_i)
           4'b0000: tmp = data_i;
           4'b0001: tmp = data_i << 1;
           4'b0010: tmp = data_i << 2;
           4'b0011: tmp = data_i << 3;
           4'b0100: tmp = data_i << 4;
           4'b0101: tmp = data_i << 5;
           4'b0110: tmp = data_i << 6;
           4'b0111: tmp = data_i << 7;
           4'b1000: tmp = data_i << 8;
           4'b1001: tmp = data_i << 9;
           4'b1010: tmp = data_i << 10;
           4'b1011: tmp = data_i << 11;
           4'b1100: tmp = data_i << 12;
           4'b1101: tmp = data_i << 13;
           4'b1110: tmp = data_i << 14;
           default: tmp = data_i << 15;
        endcase
    assign data_o[1] = tmp[14];
    assign data_o[0] = 1'b1;
endmodule
module L1Barrel(
    input [2:0] data_i,
    input [3:0] shift_i,
    output reg [18:0] data_o);
    always @*
        case (shift_i)
           4'b0000: data_o = data_i;
           4'b0001: data_o = data_i << 1;
           4'b0010: data_o = data_i << 2;
           4'b0011: data_o = data_i << 3;
           4'b0100: data_o = data_i << 4;
           4'b0101: data_o = data_i << 5;
           4'b0110: data_o = data_i << 6;
           4'b0111: data_o = data_i << 7;
           4'b1000: data_o = data_i << 8;
           4'b1001: data_o = data_i << 9;
           4'b1010: data_o = data_i << 10;
           4'b1011: data_o = data_i << 11;
           4'b1100: data_o = data_i << 12;
           4'b1101: data_o = data_i << 13;
           4'b1110: data_o = data_i << 14;
           default: data_o = data_i << 15;
        endcase
endmodule
module RBarell(
    input [1:0] data_i,
    input [1:0] shift_i,
    output [2:0] data_o);
    assign data_o[2] = ~(shift_i[0] | shift_i[1]);
    assign data_o[1] = ~shift_i[1] | (data_i[1] & ~shift_i[0]);
    assign data_o[0] = (~shift_i[0] & data_i[0]) | (~shift_i[0] & shift_i[1]) | (~shift_i[1] & shift_i[0] & data_i[1]);
endmodule
module FAd(a,b,c,cy,sm);
	input a,b,c;
	output cy,sm;
	wire x,y,z;
	xor x1(x,a,b);
	xor x2(sm,x,c);
	and a1(y,a,b);
	and a2(z,x,c);
	or o1(cy,y,z);
endmodule 
module HAd(a,b,cy,sm);
	input a,b;
	output cy,sm;
	assign cy = a & b;
	assign sm = a ^ b;
endmodule 
module adder16(X,Y,carry_in,Z);
	input [15:0]X;
	input [15:0]Y;
	input carry_in;
	output [15:0]Z;
	wire c[3:1];
	adder4 A1(Z[3:0],c[1],X[3:0],Y[3:0],carry_in);
	adder4 A2(Z[7:4],c[2],X[7:4],Y[7:4],c[1]);
	adder4 A3(Z[11:8],c[3],X[11:8],Y[11:8],c[2]);
	adder4 A4(Z[15:12],Carry,X[15:12],Y[15:12],c[3]);
endmodule
module adder4(Sum,Cout,A,B,Cin);
	input [3:0]A,B;
	input Cin;
	output [3:0]Sum;
	output Cout;
	wire c[3:1], p[3:0], g[3:0];
	assign p[0]=A[0]^B[0], p[1]=A[1]^B[1], p[2]=A[2]^B[2], p[3]=A[3]^B[3];
	assign g[0]=A[0]&B[0], g[1]=A[1]&B[1], g[2]=A[2]&B[2], g[3]=A[3]&B[3];
	assign c[1]=g[0] | (p[0]&Cin);
	assign c[2]=g[1] | (p[1]&g[0]) | (p[1]&p[0]&Cin);
	assign c[3]=g[2] | (p[2]&g[1]) | (p[2]&p[1]&g[0]) | (p[2]&p[1]&p[0]&Cin);
	assign Cout=g[3] | (p[2]&g[2]) | (p[3]&p[2]&g[1]) | (p[3]&p[2]&p[1]&g[0]) | (p[3]&p[2]&p[1]&p[0]&Cin);
	assign Sum[0]=p[0]^Cin, Sum[1]=p[1]^c[1], Sum[2]=p[2]^c[2], Sum[3]=p[3]^c[3];
endmodule
==> flow/run.sh <==
#!/bin/bash
# OpenROAD 26Q1-2900-gdf79404cd8, Yosys 0.63+post, stock flow scripts
make -C /OpenROAD-flow-scripts/flow DESIGN_CONFIG=/design/flow/config.mk WORK_HOME=/design/flow/orfs finish
==> flow/config.mk <==
export PLATFORM = sky130hd
export DESIGN_NAME = HRALM2
export DESIGN_NICKNAME = HRALM2
export VERILOG_FILES = /design/flow/design.v
export SDC_FILE = /design/flow/constraint.sdc
export NUM_CORES = 4
export LEC_CHECK = 1
export CORE_UTILIZATION = 50
==> flow/constraint.sdc <==
current_design HRALM2

set clk_period 21.8
set clk_io_pct 0.2

create_clock -name clk0 -period $clk_period

set non_clock_inputs [all_inputs -no_clocks]
set_input_delay [expr $clk_period * $clk_io_pct] -clock clk0 $non_clock_inputs
set_output_delay [expr $clk_period * $clk_io_pct] -clock clk0 [all_outputs]
==> flow_summary.html <==
<p>Metrics extracted from the flow reports.</p>
<table>
<tr><th>Metric</th><th>Value</th></tr>
<tr><th colspan="2">STA</th></tr>
<tr><td>Total negative slack for setup checks</td><td>0 ns</td></tr>
<tr><td>Total count of hold-check failures in the final report</td><td>0</td></tr>
<tr><td>Post-route minimum period</td><td>17.21 ns</td></tr>
<tr><td>Achievable frequency</td><td>58.1 MHz</td></tr>
<tr><td>Setup repair after global routing missed its margin</td><td>false</td></tr>
<tr><td>Max Slew Vio Count</td><td>0</td></tr>
<tr><td>Setup-violating endpoint count in the final report</td><td>0</td></tr>
<tr><td>Worst slew pin tran</td><td>0.813 ns</td></tr>
<tr><td>Ratio of final minimum period to clock period</td><td>0.789</td></tr>
<tr><td>Worst slew margin relative to its limit</td><td>0.442</td></tr>
<tr><th colspan="2">Logic synthesis</th></tr>
<tr><td>Cell with the most instances after synthesis</td><td>nor2_1</td></tr>
<tr><td>Yosys stat area</td><td>0.00319 sq mm</td></tr>
<tr><td>Leading post-synthesis cells by instance count</td><td>58 x nor2_1, 41 x xor2_1, 29 x clkbuf_1</td></tr>
<tr><td>Mean instance size in the synthesized netlist</td><td>6.78 sq um</td></tr>
<tr><td>Cell taking the most area after synthesis</td><td>xor2_1</td></tr>
<tr><td>Fraction of synthesized cell area taken by the top area cell type</td><td>0.113</td></tr>
<tr><td>Number of warnings issued by yosys</td><td>6</td></tr>
<tr><td>Synth unique cells</td><td>73</td></tr>
<tr><td>Post-synth design cell area</td><td>0.00319 sq mm</td></tr>
<tr><td>Gate Count Post-Synth</td><td>470</td></tr>
<tr><td>Main area contributors after synthesis</td><td>xor2_1 11%, ha_1 7.5%, nor2_1 6.8%, mux2i_1 4.1%, a22oi_1 4.0%</td></tr>
<tr><td>Register area share after synthesis</td><td>0</td></tr>
<tr><td>Cell total in the yosys stat output</td><td>470</td></tr>
<tr><th colspan="2">Floorplanning</th></tr>
<tr><td>Width of the die</td><td>81.8 um</td></tr>
<tr><td>Cell Rows</td><td>28</td></tr>
<tr><td>I/O pin total</td><td>64</td></tr>
<tr><td>Core Util at FP</td><td>0.529</td></tr>
<tr><td>Chip Area</td><td>0.00669 sq mm</td></tr>
<tr><td>Die Y-Extent</td><td>81.8 um</td></tr>
<tr><td>Floorplan Core Area</td><td>0.00603 sq mm</td></tr>
<tr><th colspan="2">Placement</th></tr>
<tr><td>Post-DP HPWL</td><td>6450 um</td></tr>
<tr><td>Routability congestion estimate</td><td>0.946</td></tr>
<tr><td>Quantity of I/O buffers inserted on ports</td><td>64</td></tr>
<tr><td>Cells after DPL</td><td>570</td></tr>
<tr><th colspan="2">CTS</th></tr>
<tr><td>Postcts setup bufs</td><td>0</td></tr>
<tr><td>Hold buffer count at cts</td><td>0</td></tr>
<tr><td>Post-cts resize count</td><td>0</td></tr>
<tr><th colspan="2">Final layout</th></tr>
<tr><td>Share of final-layout standard cells stronger than drive strength 1</td><td>0.0646</td></tr>
<tr><td>Relative area change from synthesis to final layout</td><td>18.6%</td></tr>
<tr><td>Gate Area</td><td>0.00290 sq mm</td></tr>
<tr><td>Post-route non-filler standard cell count</td><td>570</td></tr>
<tr><td>Clock buffer instance count of the final layout</td><td>0</td></tr>
<tr><td>Footprint of the flip-flops and latches</td><td>0 sq um</td></tr>
<tr><td>Number of sequential cells in the layout</td><td>0</td></tr>
<tr><td>Filler Cells Inserted</td><td>550</td></tr>
<tr><th colspan="2">Detailed routing</th></tr>
<tr><td>Antenna viol nets, final</td><td>0</td></tr>
<tr><td>Vias</td><td>3510</td></tr>
<tr><td>TritonRoute pass-1 iters</td><td>5</td></tr>
<tr><td>Detailed router's first-iteration violation count</td><td>190</td></tr>
<tr><td>Vias per std cell</td><td>6.16</td></tr>
<tr><td>Total wire length</td><td>8310 um</td></tr>
<tr><td>Number of remaining DRC errors</td><td>0</td></tr>
<tr><td>Routed wirelength normalized by instance count</td><td>14.6 um</td></tr>
<tr><td>Antenna diode count</td><td>0</td></tr>
<tr><th colspan="2">Power and ir drop</th></tr>
<tr><td>Power density over the cells</td><td>50.9 mW/mm^2</td></tr>
<tr><td>Clock share of power</td><td>0</td></tr>
<tr><td>Combinational Power Share</td><td>1.000</td></tr>
<tr><td>Share of total power consumed by net switching</td><td>0.460</td></tr>
<tr><td>Internal portion of total power</td><td>104 uW</td></tr>
<tr><td>Switching power</td><td>88.5 uW</td></tr>
<tr><td>Static Leak</td><td>1.43 nW</td></tr>
<tr><td>Maximum vdd drop</td><td>0.0568 mV</td></tr>
<tr><td>Overall power after layout</td><td>192 uW</td></tr>
<tr><td>Sequential share of power</td><td>0</td></tr>
<tr><th colspan="2">GRT</th></tr>
<tr><td>Met1 capacity usage during global routing</td><td>0.421</td></tr>
<tr><td>Global-route wire length before repair</td><td>13700 um</td></tr>
<tr><td>Final global-route overflow total</td><td>0</td></tr>
<tr><td>Global-route total usage across every layer</td><td>0.261</td></tr>
<tr><td>Met3 Usage GRT</td><td>0.00451</td></tr>
<tr><td>Vias in the first global route</td><td>2838</td></tr>
<tr><td>Met2 layer usage reported by global route</td><td>0.403</td></tr>
<tr><td>Largest net degree at the start of global routing</td><td>35</td></tr>
<tr><td>Layer with the highest usage</td><td>met1</td></tr>
<tr><td>Initial antenna violation count</td><td>0</td></tr>
<tr><th colspan="2">Critical path</th></tr>
<tr><td>Slowest Stage Delay on Critical Path</td><td>0.54 ns</td></tr>
<tr><td>Data arrival time of the critical path</td><td>12.85 ns</td></tr>
<tr><td>Critical-path top delay cell</td><td>a21boi_1</td></tr>
<tr><td>Maximum net fanout on the critical path</td><td>34</td></tr>
<tr><td>Required time at the endpoint of the critical path</td><td>17.44 ns</td></tr>
<tr><td>Category of the worst setup path capture point</td><td>primary output</td></tr>
<tr><td>Kind of start point of the critical path</td><td>input pin</td></tr>
<tr><td>Startpoint-to-endpoint class of the critical path</td><td>input pin to primary output</td></tr>
<tr><td>Most common cell on crit path</td><td>ha_1</td></tr>
<tr><th colspan="2">Flow run</th></tr>
<tr><td>Max-capacitance violation count</td><td>0</td></tr>
<tr><td>Tool warning count</td><td>33</td></tr>
<tr><th colspan="2">Min path</th></tr>
<tr><td>Tightest Hold Check Type</td><td>input pin to primary output</td></tr>
<tr><th colspan="2">Run status</th></tr>
<tr><td>Run status</td><td>completed</td></tr>
</table>
[power groups by stage]
stage | clock (mW) | combinational (mW) | sequential [mW]
CTS | 0 | 0.193 | 0
global route | 0 | 0.219 | 0
finish | 0 | 0.192 | 0
[critical path: cells and delay by family]
family	cells	cell delay, ns
fa+ha+maj	4	1.16
buf+inv	4	1.28
simple gates	6	0.94
xor+xnor	2	0.32
compound gates	16	4.76
[routing by layer]
layer / routed length, um / vias to the layer above / part of all wire
met5: 0 / - / 0
met3: 324 / 4 / 0.039
li1: - / 1799 / -
met2: 3730 / 101 / 0.45
met4: 52 / 0 / 0.0063
met1: 4200 / 1606 / 0.51
[placed cells by master (no fill, tap or decap), types with 12 or more instances in the layout]
cell / instances
clkdlybuf4s50_1: 64
nor2_1: 58
xor2_1: 41
o21ai_0: 25
a21oi_1: 21
nand2_1: 20
ha_1: 19
inv_1: 17
a22oi_1: 17
nor3_1: 15
nor4_1: 15
mux2i_1: 13
xnor2_1: 13
nand4_1: 12
[final cells by class]
| cell class | instances | share of cell area |
|---|---|---|
| timing repair buffer | 73 | 0.187 |
| inverter | 19 | 0.0189 |
| tap | 75 | 0.0248 |
| multi-input combinational | 403 | 0.769 |
[metrics by stage]
stage / setup WS (ns) / cell area [sq um] / hold slack (ns) / util
after floorplan: 6.48 / 3190 / 9.18 / -
after global placement: 4.88 / 3780 / 10.13 / 0.627
after detailed placement: 4.64 / 3780 / 10.11 / 0.627
after CTS: 4.65 / 3780 / 10.11 / 0.627
after global routing: 3.81 / 3780 / 10.17 / 0.627
final: 4.59 / 3780 / 10.09 / 0.627
[cell families (layout without fill, tap and decap cells)]
family	after synthesis	count (layout)	share of synthesized area
xor+xnor	55	55	0.151
simple gates	169	169	0.270
fa+ha+maj	26	26	0.115
mux	15	15	0.0479
buf+inv	67	92	0.0907
compound gates	138	138	0.325
[final timing paths]
check / depth (start not counted) / start / endpoint / slack [ns]
worst max-delay path: 32 / y[15] / p[29] / 4.59
worst min-delay path: 6 / x[15] / p[14] / 10.09
Power figures rest on the tool's default switching activity, not on a simulated workload.
