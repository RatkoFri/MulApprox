## /design/flow/config.mk

```make
export PLATFORM = sky130hd
export DESIGN_NAME = ROBA
export DESIGN_NICKNAME = ROBA
export VERILOG_FILES = /design/flow/design.v
export SDC_FILE = /design/flow/constraint.sdc
export NUM_CORES = 4
export LEC_CHECK = 1
export CORE_UTILIZATION = 30
```

## /design/flow/constraint.sdc

```tcl
current_design ROBA

set clk_period 44.1
set clk_io_pct 0.2

create_clock -name clk0 -period $clk_period

set non_clock_inputs [all_inputs -no_clocks]
set_input_delay [expr $clk_period * $clk_io_pct] -clock clk0 $non_clock_inputs
set_output_delay [expr $clk_period * $clk_io_pct] -clock clk0 [all_outputs]
```

## /design/flow/design.v

```verilog
`timescale 1ns / 1ps
module ROBA(
    input [15:0] x,
    input [15:0] y,
    output [31:0] p
    );
wire [15:0] x_abs;
wire [15:0] y_abs;
wire x_sign;
wire y_sign;
assign x_sign = x[15];
assign y_sign = y[15];
sec_complement_w16 abs_X
        (
         .data_in(x),
         .sign(x[15]),
         .data_out(x_abs)
         );
sec_complement_w16 abs_Y
        (
         .data_in(y),
         .sign(y[15]),
         .data_out(y_abs)
         ); 
wire [15:0] x_round;
rounding_mod RoundX(x_abs,x_round);
wire [15:0] y_round;
rounding_mod RoundY(y_abs,y_round);
wire [3:0] x_enc;
PriorityEncoder_16 EncX(x_round,x_enc);
wire [3:0] y_enc;
PriorityEncoder_16 EncY(y_round,y_enc);
wire [31:0] xr_Y;
Barrel32L XRtimesY( y_abs, x_enc, xr_Y);
wire [31:0] yr_X;
Barrel32L YRtimesX( x_abs, y_enc, yr_X);
wire [31:0] yr_yx;
Barrel32L YRtimesXR( x_round, y_enc, yr_yx);
wire [31:0] P;
assign P = xr_Y + yr_X;
wire [31:0] prod_abs;
wire [31:0] Z;
assign Z = yr_yx;
wire [31:0] tmp;
wire [31:0] tmp1;
wire [31:0] tmp2;
assign tmp = (P ^ Z);
assign tmp1 = (P << 1);
assign tmp2 = ( P & Z) << 1;
assign prod_abs = tmp & ((tmp1 ^ tmp) | tmp2);
wire prod_sign;
assign prod_sign = x_sign ^ y_sign;
sec_complement_w32 sign_P
        (
         .data_in(prod_abs),
         .sign(prod_sign),
         .data_out(p)
         );
endmodule
module rounding_mod(
    input [15:0] data_in,
    output [15:0] data_out
);
    wire [15:0] tmp;
    genvar i;
    generate
    for (i=3; i<14; i=i+1) 
      begin
        assign tmp[i] = &(~data_in[15:i+1]);
        assign data_out[i] = ((~(data_in[i]) & data_in[i-1] & data_in[i-2]) | (data_in[i] & ~data_in[i-1])) & tmp[i];
      end
    endgenerate
    assign data_out[15] = (~data_in[15] & data_in[14] & data_in[13]) | (data_in[15] & ~data_in[14]);
    assign data_out[14] = ((~data_in[14] & data_in[13] & data_in[12]) | (data_in[14] & ~data_in[13])) & ~data_in[15];
    assign data_out[2] = data_in[2] & ~data_in[1] & (&(~data_in[15:3]));
    assign data_out[1] = data_in[1] & (&(~data_in[15:2]));
    assign data_out[0] = data_in[0] & (&(~data_in[15:1]));
endmodule
module PriorityEncoder_16(
    input [15:0] data_i,
    output reg [3:0] code_o
    );
	always @*
		case (data_i)
	     16'b0000000000000001 : code_o = 4'b0000;
         16'b0000000000000010 : code_o = 4'b0001;
         16'b0000000000000100 : code_o = 4'b0010;
         16'b0000000000001000 : code_o = 4'b0011;
         16'b0000000000010000 : code_o = 4'b0100;
         16'b0000000000100000 : code_o = 4'b0101;
         16'b0000000001000000 : code_o = 4'b0110;
         16'b0000000010000000 : code_o = 4'b0111;
		 16'b0000000100000000 : code_o = 4'b1000;
         16'b0000001000000000 : code_o = 4'b1001;
         16'b0000010000000000 : code_o = 4'b1010;
         16'b0000100000000000 : code_o = 4'b1011;
         16'b0001000000000000 : code_o = 4'b1100;
         16'b0010000000000000 : code_o = 4'b1101;
         16'b0100000000000000 : code_o = 4'b1110;
         16'b1000000000000000 : code_o = 4'b1111;
			default     : code_o = 4'b0000;
		endcase
endmodule
module Barrel32L(
    input [15:0] data_i,
    input [3:0] shift_i,
    output reg [31:0] data_o
    );
   always @*
      case (shift_i)
         4'b0000: data_o = data_i;
         4'b0001: data_o = data_i << 1;
         4'b0010: data_o = data_i << 2;
         4'b0011: data_o = data_i << 3;
         4'b0100: data_o = data_i << 4;
         4'b0101: data_o = data_i << 5;
         4'b0110: data_o = data_i << 6;
         4'b0111: data_o = data_i << 7;
         4'b1000: data_o = data_i << 8;
         4'b1001: data_o = data_i << 9;
         4'b1010: data_o = data_i << 10;
         4'b1011: data_o = data_i << 11;
         4'b1100: data_o = data_i << 12;
         4'b1101: data_o = data_i << 13;
         4'b1110: data_o = data_i << 14;
         default: data_o = data_i << 15;
      endcase
endmodule
module sec_complement_w16
  (
   input [15:0] data_in,
   input sign,
   output [15:0] data_out
   );
  wire [15:0]     w_C;
  genvar  ii;
  generate
    for (ii=1; ii<16; ii=ii+1) 
      begin: pc
         assign data_out[ii] = data_in[ii] ^ (sign & w_C[ii-1]);
      end
  endgenerate
 genvar jj;
  generate
    for (jj=1; jj<16; jj=jj+1) 
      begin: kk
        assign w_C[jj] = (data_in[jj] | w_C[jj-1]);
      end
  endgenerate
  assign w_C[0] =  data_in[0];  
  assign data_out[0] = data_in[0];    
endmodule  
module sec_complement_w32
  (
   input [31:0] data_in,
   input sign,
   output [31:0] data_out
   );
  wire [31:0]     w_C;
  genvar  ii;
  generate
    for (ii=1; ii<32; ii=ii+1) 
      begin: pc
         assign data_out[ii] = data_in[ii] ^ (sign & w_C[ii-1]);
      end
  endgenerate
 genvar jj;
  generate
    for (jj=1; jj<32; jj=jj+1) 
      begin: kk
        assign w_C[jj] = (data_in[jj] | w_C[jj-1]);
      end
  endgenerate
  assign w_C[0] =  data_in[0];  
  assign data_out[0] = data_in[0];    
endmodule  
```

## /design/flow/run.sh

```bash
#!/bin/bash
# OpenROAD 26Q1-2900-gdf79404cd8, Yosys 0.63+post, stock flow scripts
make -C /OpenROAD-flow-scripts/flow DESIGN_CONFIG=/design/flow/config.mk WORK_HOME=/design/flow/orfs finish
```

==> Changelog: implementation <==
## Flow update

- Worst-path maximum fanout: 29
- Cell area leaders: a222oi_1 (8.6%), ha_1 (8.2%), xnor2_1 (7.0%)
- Num rows: 64
- Fmax: 0.0353 GHz
- Cell variety after synth: around 87
- Top non-seq family: AND-OR/OR-AND gates
- Peak per-stage delay on the critical path: 0.90 ns
- Final Hold Viols: 0
- Drt first pass iters: 29
- Slew headroom: 25.7%
- Setup TNS: 0 ns
- Synth mux share: less than 1%
- Crit path kind: input pin to primary output
- Post-CTS Hold Buffers: 0
- Core Util at FP: 30.6%
- Worst setup margin: 15.76 ns
- # Post-CTS Setup Buffers: 0
- Critical-path top delay cell: nor4bb_1
- Crit end category: primary output
- DP Area: 0.0106 mm^2
- Gr usage total: 26.9%
- First-pass GRT wire length: 67000 um
- Status: complete, no violations
- Busiest grt layer: met2
- Fill count: approximately 3300
- Critical path startpoint category: input pin
- Seq_cells: 0
- Total wire length: 43300 um
- Seq/Total Area, Yosys: 0%
- Simple share: 19.7%
- RSZ-0062 raised after global routing: false
- Post-Synthesis Cell Area: 0.00941 mm^2
- Area Overhead vs Synth: 12.4%
- Share of cells above drive strength 1: 8.96%
- Adders+Majority by Area: 8.46%
- Drt drc: 0
- Port bufs: 64
- Finished Cell Area: between 0.01 and 0.015 mm^2
- P_leak: 3.62 nW
- Met1 GRT Util: 36.4%
- Drt wl/cell: 24.5 um
- Largest net degree at the start of global routing: 35
- Area leader share: 8.62%
- Required @ worst endpoint: approximately 35 ns
- Global Route met2 Usage: 37.7%
- Initial antenna violation count: 0
- Commonest cells after routing, fill and taps aside: nand2_1 (106), o21ai_0 (88), buf_4 (83)
- Arr. time, crit path: 19.52 ns
- Antenna viol nets, final: 0
- Period utilization: 64.3%
- CTS resizes: 0
- Core area: 0.0307 mm^2
- Period minus WS final: 28.34 ns
- CLK BUF: 0
- Yosys chip area: 0.00941 mm^2
- Placer Congestion: 0.996
- Area fraction in compound gates: 52.7%
- Syn avg cell area: 6.75 um^2
- Final setup vio count: 0
- Slew @ Worst Pin: 1.11 ns
- Met3 Use GR: 7.07%
- Initial DRC count: 2435
- Synthesized instance count: 1394
- Top cell excl fill/tap: nand2_1
- Place WS: roughly 16 ns
- Die width: 179 um
- Ys Warns: 2
- Chip Height: between 150 and 200 um
- Vias per inst: roughly 7
- Chip area: about 0.032 mm^2
- Top-Level Pins: around 64
- Synth area leader: a222oi_1
- Vias in the first global route: 11400
- Xor/xnor share: between 10% and 20%
- GRT overflow: 0
- Max-cap violations: 0
- Peak VDD IR: 0.0000103 V
- OpenROAD warnings: 32
- Routed vias: roughly 13000
- Antenna diodes: 0
- Dpl hpwl: 30000 um
- FF+latch area: 0 um^2
- Pwr dens: 22.2 mW/mm^2
- Slew Viols, Final: 0
- Worst hold path class: input pin to primary output
- Yosys stat cell total: 1394
## cell families (layout without fill, tap and decap cells)
kind of cell,count (synthesis),after routing
compound gates,654,654
simple gates,366,366
buf+inv,194,173
xor+xnor,111,111
fa+ha+maj,63,63
mux,6,6
## Yosys cell counts, types with 36 or more instances
cell type    n
xnor2_1     75
nand3_1     36
ha_1        62
nand2_1    106
xor2_1      36
a222oi_1    81
o22ai_1     54
o211ai_1    39
a22oi_1     49
o21ai_0     90
a21oi_1     65
clkbuf_1   146
nor2_1      76
a221oi_1    65
## layer usage
metal  wire length [um]  vias up
li1                   -     5689
met1              17400     5777
met2              17400      936
met3               5380      205
met4               3100        0
met5                  0        -
## report_power, final
group	switching (mW)	internal, mW
clock	0	0
sequential	0	0
combinational	0.129	0.106
total	0.129	0.106
## critical path, delay by kind of cell
family	cells	cell delay, ns
xor gates and xnor gates	3	1.20
AOI/OAI and AO/OA	8	2.27
adders and majority gates	2	0.50
buffers and inverters	3	1.51
and+or+nand+nor	13	5.17
## layout make-up
type / count / area [um^2] / share of cell area, %
Tap cell: 396 / 495 / 4.69
Timing Repair Buffer: 147 / 1260 / 12.0
Inverter: 26 / 97.6 / 0.923
Multi-Input combinational cell: 1200 / 8710 / 82.4
## path summary, 6_finish.rpt
check / slack [ns] / end / from / depth (start not counted)
worst max-delay path: 15.76 / p[31] / x[0] / 29
worst min-delay path: 19.23 / p[12] / y[15] / 7
## metrics by stage
stage	instances	util, %	power (mW)	hold slack (ns)
finish	1769	34.4	0.235	19.23
global route	1769	34.4	0.262	19.28
CTS	1769	34.4	0.233	19.23
detailed placement	1769	34.4	0.231	19.22
global placement	1769	34.4	0.231	19.22
floorplan	1394	-	0.147	18.26
Power figures rest on the tool's default switching activity, not on a simulated workload.
